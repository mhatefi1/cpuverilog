===== /design/flow/config.mk =====
export PLATFORM = sky130hd
export DESIGN_NAME = instruction_memory
export DESIGN_NICKNAME = instruction_memory
export VERILOG_FILES = /design/flow/design.v
export SDC_FILE = /design/flow/constraint.sdc
export NUM_CORES = 4
export LEC_CHECK = 1
export CORE_UTILIZATION = 40
export SYNTH_MEMORY_MAX_BITS = 65536

===== /design/flow/constraint.sdc =====
current_design instruction_memory

set clk_period 33.9
set clk_io_pct 0.2

create_clock -name clk0 -period $clk_period [get_ports {clk}]

set non_clock_inputs [all_inputs -no_clocks]
set_input_delay [expr $clk_period * $clk_io_pct] -clock clk0 $non_clock_inputs
set_output_delay [expr $clk_period * $clk_io_pct] -clock clk0 [all_outputs]

===== /design/flow/design.v =====
module instruction_memory (  
	input clk,   
	input [63:0] address,  
	input [31:0] write_data,  
	input write_en,  
	input read_en,  
	output [31:0] read_data  
 );  
	integer i;  
	reg [31:0] ram [255:0];  
	wire [7 : 0] ram_address = address[8 : 1];  
	initial begin  
	   for(i=0;i<256;i=i+1)  
			ram[i] <= 32'd0;  
	end  
	always @(posedge clk) begin  
	   if (write_en)  
			ram[ram_address] <= write_data;  
	end  
	assign read_data = (read_en==1'b1) ? ram[ram_address]: 32'd0;   
endmodule   

===== /design/flow/run.sh =====
#!/bin/bash
# OpenROAD 26Q1-2900-gdf79404cd8, Yosys 0.63+post, stock flow scripts
make -C /OpenROAD-flow-scripts/flow DESIGN_CONFIG=/design/flow/config.mk WORK_HOME=/design/flow/orfs finish

==> impl_metrics.tcl <==
# collected from the flow reports
set metrics [dict create \
    crit_arrival_ns 15.12 \
    async_reset_ff_frac 0 \
    critPathRequiredTime_ns 27.12 \
    synth_area_per_cell_um2 20.5 \
    timing.max_cap.violations 0 \
    h-tree-depth 6 \
    fin_area_mm2 0.357 \
    worst_hold_slack_ns 5.98 \
    syn_area_mm2 0.314 \
    xor_share 0 \
    hold_path_class "in2reg" \
    drv_slew 0 \
    worst_slack_ns 12.00 \
    drtPass1Iterations 5 \
    grt_pass1_wl_mm 1250 \
    cts-root-buf "clkbuf_16" \
    place_area_mm2 0.333 \
    status "completed" \
    area_delta_synth_final_pct 13.8 \
    place_ws_ns 12.26 \
    cts_num_sinks 8192 \
    wl_mm 894 \
    fa_ha_area_frac 0 \
    vdd_drop_max_mv 0.0573 \
    hold_violations 0 \
    final_layout_size_suffix_gt1_frac 0.225 \
    synth_flops 8192 \
    cp_max_fo 91 \
    ctsHoldBuffers 0 \
    fp.dieH_um 888 \
    n_fill_cell 64006 \
    yosys_area_mm2 0.314 \
    leakagePower_uw 0.112 \
    cts_tree "built" \
    dpl.hpwl_mm 517 \
    cts_buffer_depth 4 \
    mux_share 0.140 \
    io_pins 131 \
    edf_count 8192 \
    dieWidth_um 888 \
    vias_per_cell 5.72 \
    tightest_slew_ns 1.35 \
    vias 156045 \
    finalWeightedCongestion 0.902 \
    postCtsSetupBuffers 0 \
    finalClockPeriodUsage 0.646 \
    io_buffers 74 \
    drc 0 \
    ff_type "edfxtp_1" \
    setup-violations-final 0 \
    fp_util 0.401 \
    rsz0062_at_grt "false" \
    end_kind "output port" \
    top_logic_kind "multiplexers" \
    max_freq_mhz 45.7 \
    wl_per_cell_um 32.8 \
    yosys_cells 15303 \
    relSlewSlack 0.0945 \
    synth_cell_types 56 \
    warnings 82 \
    core_mm2 0.783 \
    numCtsBuffers 797 \
    grt_pass1_vias 167944 \
    top_register "ram" \
    aoi_share 0.0393 \
    synth_seq_share 0.783 \
    largest_register_ffs 8192 \
    clkTransAtPathRegs_ns 0.06 \
    biggestRegsByFlops "ram: 8192 flops" \
    cts_resized 0 \
    grt_usage 0.248 \
    grt_max_degree 95 \
    fin_tns_setup_ns 0 \
    gr-total-overflow 0 \
    grt_antenna_before_repair 50 \
    final_util 0.457 \
    ys_sh_simple 0.0222 \
    synth_cells 15303 \
    synth_warnings 1 \
    cp-start-kind "primary input" \
    ant_nets 0 \
    dieArea_mm2 0.789 \
    path_class "in2out" \
    p_per_area_mw_per_mm2 57.8 \
    rows 325 \
    fin_crit_ns 21.90 \
    drtIter0Drc 10438 \
]
-- cells in the mapped netlist, types with 167 or more instances --
master    instances  area share
clkbuf_1        378      0.0045
o22ai_1         416      0.0083
mux2_2          348       0.012
nor2_1          480      0.0057
nor2b_1         192      0.0038
nand2_1         167      0.0020
buf_2           325      0.0052
o21ai_0         349      0.0056
mux2i_1        1418       0.045
mux4_2         1154       0.083
edfxtp_1       8192        0.78
a21oi_1         383      0.0061
a211oi_1        181      0.0043
nand3_1         181      0.0029
-- cell type report --
type / count / area, um2 / share of cell area
Timing Repair Buffer: 940 / 7650 / 0.0214
Clock buffer: 994 / 20900 / 0.0583
Inverter: 3 / 18.8 / 0.0000525
Tap cell: 10464 / 13100 / 0.0366
Multi-Input combinational cell: 6184 / 65800 / 0.184
Antenna cell: 35 / 87.6 / 0.000245
Clock inverter: 450 / 3940 / 0.0110
Sequential cell: 8192 / 246000 / 0.688
-- logic make-up (layout without fill, tap and decap cells) --
family,Yosys count,in the layout
flops,8192,8192
buf+inv,927,2387
mux,2920,2920
compound gates,1877,1877
other cells,0,35
simple gates,1387,1387
-- path summary, 6_finish.rpt --
path                     end  slack, ns  depth (start not counted)      startpoint
max            read_data[16]      12.00                         17      address[2]
min   ram[203][20]$_DFFE_PP_       5.98                          1  write_data[20]
-- layout by cell type (no fill, tap or decap), types with 62 or more instances in the layout --
| cell | Yosys | routed |
|---|---|---|
| a21oi_1 | 383 | 383 |
| edfxtp_1 | 8192 | 8192 |
| o221ai_1 | 62 | 62 |
| buf_4 | 98 | 849 |
| nand4_1 | 135 | 135 |
| a2111oi_0 | 155 | 151 |
| a221oi_1 | 126 | 126 |
| nor2b_1 | 192 | 188 |
| nor2_1 | 480 | 226 |
| clkbuf_16 | 0 | 805 |
| nor2_4 | 0 | 254 |
| clkinv_1 | 0 | 238 |
| a22oi_1 | 70 | 70 |
| clkinv_2 | 0 | 105 |
| nand2_1 | 167 | 155 |
| mux2i_1 | 1418 | 1418 |
| clkbuf_1 | 378 | 189 |
| mux2_2 | 348 | 348 |
| a211oi_1 | 181 | 181 |
| o22ai_1 | 416 | 416 |
| o21ai_0 | 349 | 349 |
| nor4_1 | 82 | 82 |
| mux4_2 | 1154 | 1154 |
| nand3_1 | 181 | 166 |
-- critical path, cell delays in order --
cell and delay [ns]:
buf_16 0.32, buf_4 0.59, buf_12 0.53, buf_4 0.58, buf_4 0.58, buf_4 0.61, buf_4 0.64, buf_4 0.66
buf_4 0.65, mux2i_1 0.18, o22ai_1 0.21, nor4_1 0.08, buf_4 0.18, nand4_1 0.16, a21oi_1 0.09, a2111oi_1 1.18
clkdlybuf4s50_1 0.66
-- report_power, final --
group / switching [uW] / total, uW / internal (uW)
logic: 706 / 1010 / 304
registers: 4.26 / 11200 / 11200
clock network: 3770 / 8470 / 4700
-- per-stage QoR --
step / total power [uW] / instances
finish: 20600 / 27262
global route: 21200 / 27247
CTS: 20800 / 27227
detailed placement: 12400 / 25783
global placement: 12400 / 25783
floorplan: 11900 / 15303
-- per-layer routing --
layer | share of wire | up-vias | track usage
met5 | 0.0034 | - | 0.0314
met4 | 0.044 | 80 | 0.0811
met3 | 0.22 | 1530 | 0.235
met2 | 0.44 | 10600 | 0.337
met1 | 0.30 | 78181 | 0.277
li1 | - | 65654 | -
Power and IR drop assume default switching activity.
