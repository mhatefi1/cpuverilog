File: flow/config.mk
export PLATFORM = sky130hd
export DESIGN_NAME = memory
export DESIGN_NICKNAME = memory
export VERILOG_FILES = /design/flow/design.v
export SDC_FILE = /design/flow/constraint.sdc
export NUM_CORES = 4
export LEC_CHECK = 1
export CORE_UTILIZATION = 50
export SYNTH_MEMORY_MAX_BITS = 65536
File: flow/constraint.sdc
current_design memory

set clk_period 84.9
set clk_io_pct 0.2

create_clock -name clk0 -period $clk_period [get_ports {clk}]

set non_clock_inputs [all_inputs -no_clocks]
set_input_delay [expr $clk_period * $clk_io_pct] -clock clk0 $non_clock_inputs
set_output_delay [expr $clk_period * $clk_io_pct] -clock clk0 [all_outputs]
File: flow/design.v
module memory (  
	input clk,   
	input [63:0] address,
	input [63:0] write_data,  
	input write_en,  
	input read_en,  
	output [63:0] read_data
 );  
	integer i;  
	reg [63:0] ram [255:0];  
	wire [7 : 0] ram_address = address[8 : 1];  
	initial begin  
		for(i=0;i<256;i=i+1)  
			ram[i] <= 16'd0;  
	end  
	always @(posedge clk) begin  
	   if (write_en)  
			ram[ram_address] <= write_data;  
	end  
	assign read_data = (read_en==1'b1) ? ram[ram_address]: 16'd0;   
endmodule   
File: flow/run.sh
#!/bin/bash
# OpenROAD 26Q1-2900-gdf79404cd8, Yosys 0.63+post, stock flow scripts
make -C /OpenROAD-flow-scripts/flow DESIGN_CONFIG=/design/flow/config.mk WORK_HOME=/design/flow/orfs finish
==> flow_metrics.tcl <==
# implementation run metrics
set metrics [dict create \
    fp-utilization 0.502 \
    clockPowerShare 0.421 \
    crit_path_max_fanout 35 \
    clock_path_buffers 6 \
    drt_pre_antenna_iters 8 \
    reg_top3 "ram (16384)" \
    gp_congestion 0.919 \
    grt_max_degree 109 \
    power_frac_seq 0.528 \
    numSynthFlops 16400 \
    synth.avg_cell_area_sq_um 21.5 \
    drt_iter0_drc 21100 \
    slew_viol_final 2 \
    chipWidth_um 1120 \
    arrival_ns 27.99 \
    path_clk_slew_ns 0.06 \
    path_cells "buf_16 > buf_4 > buf_4 > buf_4 > buf_4 > buf_4 > buf_4 > buf_4 > buf_4 > buf_4 > buf_4 > buf_4 > buf_4 > mux4_2 > a22oi_1 > a21oi_1 > buf_4 > nor3_2 > buf_4 > nor4bb_1 > clkdlybuf4s50_1" \
    die_y_um 1120 \
    place.port_buffers 138 \
    routed-via-count 311000 \
    regMostFlops "ram" \
    ant_nets 0 \
    cts_tree "built" \
    worst_path_most_repeated_cell "buf_4" \
    combPwrFrac 0.051 \
    syn_inst 29100 \
    final_layout_top_logic_cells "edfxtp_1 (16400), mux4_2 (2882), mux2i_1 (2621), buf_4 (1741), clkbuf_16 (1734)" \
    cts_hold_buf 0 \
    yosys-stat-cells 29100 \
    cap_viol_max_count 1 \
    area_leaders "edfxtp_1 (79%), mux4_2 (10%), mux2i_1 (4.2%), a22oi_1 (1.4%), buf_2 (0.54%)" \
    p_switching_uw 3590 \
    mux_share 0.148 \
    violations "max-capacitance violations, max-slew violations" \
    htreeDepth 7 \
    synth_area_sq_mm 0.626 \
    clock-sinks 16400 \
    hold_class "input pin to register" \
    setup_ws_ns 39.93 \
    end_kind "output port" \
    crit_path_top_delay_cell "nor4bb_1" \
    post_cts_buffers 0 \
    grt_pass1_vias 337000 \
    switching_share 0.213 \
    fmax_ghz 0.0222 \
    synthDistinctLibCells 52 \
    ys_seq_share 0.786 \
    synthArstFlopShare 0 \
    finalNonFillerCells 50100 \
    fin_tns_setup_ns 0 \
    cp-start-kind "input pin" \
    place_inst 45700 \
    grt_pass1_wl_um 2520000 \
    max_slew_margin -0.0258 \
    fin_crit_sh 0.530 \
    ys_sh_adder 0 \
    cts_root_buf "clkbuf_16" \
    cp.required_ns 67.92 \
    simple_gate_share 0.0151 \
    tightest_slew_ns 1.52 \
    powerDensity_mw_per_mm2 23.7 \
    slowest_delay_ns 0.85 \
    coreArea_sq_mm 1.25 \
    cts.repair.resized 0 \
    leakagePower_uw 0.226 \
    internal_power_uw 13300 \
    ys_top_logic_family "multiplexers" \
    yosysTopAreaCell "edfxtp_1" \
    ys_sh_xor 0 \
    ys_area_sq_mm 0.626 \
    flop_cell "edfxtp_1" \
    critPathKind "input pin to output port" \
    period_needed_ns 44.97 \
    post-dp-hpwl_um 1060000 \
    ios 195 \
    layout_top_cell "edfxtp_1" \
    compound_area_frac 0.0377 \
    num-fill-cells 88400 \
    top_cell_area_share 0.786 \
    finalHoldViolCount 0 \
    largest_reg_flops 16400 \
    rsz0062_at_grt "false" \
    drcViolationCount 0 \
    detail_route.wl_per_cell_um 36.2 \
    enable_flop_cells 16400 \
    status "finished with violations" \
    grt_antenna_before_repair 204 \
    setup_viol 0 \
    warnings 89 \
    grt_overflow 0 \
    place_ws_ns 39.49 \
    drive_above_1_share 0.235 \
    grt_usage 0.327 \
    ir_drop_mv 0.0191 \
    rows 410 \
    cts_buffers 1714 \
    avgViaCountPerCell 6.21 \
    wl_um 1810000 \
    area_growth_pct 14.0 \
    design.die.area_sq_mm 1.26 \
    yosysWarnings 1 \
]
[power by group through the flow]
stage | Clock [uW] | Combinational [uW] | Sequential [uW]
CTS | 7190 | 849 | 8920
global route | 7500 | 912 | 8920
finish | 7100 | 861 | 8920
[worst paths after layout]
check	from	to	slack [ns]	cells past startpoint
min	write_data[26]	ram[73][26]	16.01	1
max	address[1]	read_data[19]	39.93	21
[metal layers]
metal	up-vias	track usage	wire (um)
li1	129000	-	-
met1	156000	0.368	503000
met2	23000	0.442	824000
met3	3272	0.312	400000
met4	223	0.111	78700
met5	-	0.0312	5890
[cells by family after synthesis]
| kind of cell | Yosys count |
|---|---|
| buffers and inverters | 1760 |
| and+or+nand+nor | 1885 |
| muxes | 5629 |
| DFF | 16400 |
| AOI/OAI and AO/OA | 3393 |
[synth_stat cells, types with 64 or more instances]
| cell type | instances |
|---|---|
| a211oi_1 | 316 |
| a31oi_1 | 133 |
| a22oi_1 | 1149 |
| mux4_2 | 2882 |
| nor2b_1 | 137 |
| nand3_1 | 271 |
| o2111ai_1 | 253 |
| nor4_1 | 128 |
| buf_2 | 669 |
| nor3_1 | 96 |
| clkbuf_1 | 828 |
| buf_1 | 113 |
| and3_1 | 65 |
| o22ai_1 | 512 |
| nor2_1 | 556 |
| a21oi_1 | 383 |
| o21bai_1 | 64 |
| edfxtp_1 | 16400 |
| mux2i_1 | 2621 |
| or3_1 | 65 |
| buf_4 | 137 |
| o21ai_0 | 252 |
| nand4_1 | 67 |
| nand2_1 | 349 |
| o21ai_1 | 66 |
| o221ai_1 | 64 |
| a2111oi_0 | 126 |
| mux2_2 | 126 |
[worst max-delay path: cells and delay by family]
kind	cells	cell delay, ns
buffers and inverters	16	8.90
and+or+nand+nor	2	0.90
muxes	1	0.36
AOI/OAI and AO/OA	2	0.42
[per-stage QoR]
step	hold WS [ns]	total power (uW)	util	cell area (sq um)
final	16.01	16900	0.572	713000
after global routing	15.99	17300	0.571	712000
after CTS	15.93	17000	0.569	710000
after detailed placement	17.36	9940	0.527	657000
after global placement	17.34	9930	0.527	657000
after floorplan	17.08	9490	-	626000
[cell type report]
| cell class | instances | area, sq um | area share |
|---|---|---|---|
| antenna | 1378 | 3450 | 0.00484 |
| clock buffer | 2069 | 44600 | 0.0626 |
| clock inverter | 950 | 7870 | 0.0110 |
| inverter | 4 | 22.5 | 0.0000316 |
| multi-input combinational | 10900 | 128000 | 0.180 |
| sequential | 16400 | 492000 | 0.690 |
| tap | 16500 | 20600 | 0.0289 |
| timing repair buffer | 1937 | 16000 | 0.0225 |
Power and IR drop assume default switching activity.
